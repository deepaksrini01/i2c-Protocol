==> design/flow/design.v <==
`default_nettype none
module step_2(clk,addr,data,start,ready,rst,sda,scl);
	input	wire clk,rst;
	input	wire [6:0]addr;
	input	wire [7:0]data;
	input	wire start;
	output	wire scl;
	output	reg  sda;
	output	wire ready;
	localparam  idle         = 0,
				start_state  = 1,
				addr_state   = 2,
				rw           = 3,
				wack         = 4,
				data_state   = 5,
				wack_2       = 6,
				stop         = 7;
	reg [3:0] 	state;
	reg [6:0]	addr_reg;
	reg [7:0]	count;
	reg [7:0]	data_reg;
	reg 		scl_en = 0;
	assign scl   = (scl_en == 0) ? 1 : !clk;
	assign ready = ((rst == 0)&&(state == idle)) ? 1 : 0; 
	always@(negedge clk)
	begin : SCL_CLK
		if (rst == 1) begin
			scl_en <= 0;
		end else 
			begin
				if((state == idle) || (state == start_state) || (state == stop) || (state == wack_2)) begin
				scl_en <= 0;
				end
			else begin
				scl_en <= 1;
				end
			end
		end
	always@(posedge clk)
		begin:SEQ_OUT_LOGIC
		if(rst == 1) begin
			state <= idle;
			sda   <= 1;
			count <= 0;
			end
		else begin
			sda   <= 1;
			case(state)
			idle:begin
				sda   <= 1;
				if(start) begin
					state    <= start_state;
					addr_reg <= addr;
					data_reg <= data;
				  end
					else state <= idle;
				end
			start_state:begin
				sda   <= 0;
				state <= addr_state;
				count <= 6;
				end
			addr_state:begin
				sda <= addr_reg[count];
				if(count == 0)
				state <= rw;
				else
				count <= count - 1;
				end
			rw:begin
				sda   <= 1;
				state <= wack;
				end
			wack:begin
				state <= data_state;
				sda <= 0;
				count <= 7;
				end
			data_state:begin
				sda <= data_reg[count];
				if(count == 0)
				state <= wack_2;
				else
				count <= count - 1;
				end
			wack_2:begin
				state <= stop;
				sda   <= 1;
				end
			stop:begin
				sda   <= 1;
				state <= idle;
				end
			endcase
		end
	end
endmodule
==> design/flow/run.sh <==
#!/bin/bash
# OpenROAD 26Q1-2900-gdf79404cd8, Yosys 0.63+post, stock flow scripts
make -C /OpenROAD-flow-scripts/flow DESIGN_CONFIG=/design/flow/config.mk WORK_HOME=/design/flow/orfs finish
==> design/flow/config.mk <==
export PLATFORM = sky130hd
export DESIGN_NAME = step_2
export DESIGN_NICKNAME = step_2
export VERILOG_FILES = /design/flow/design.v
export SDC_FILE = /design/flow/constraint.sdc
export NUM_CORES = 4
export LEC_CHECK = 1
export CORE_AREA = 10 10 96 96
export DIE_AREA = 0 0 106 106
==> design/flow/constraint.sdc <==
current_design step_2

set clk_period 2.1
set clk_io_pct 0.2

create_clock -name clk0 -period $clk_period [get_ports {clk}]

set non_clock_inputs [all_inputs -no_clocks]
set_input_delay [expr $clk_period * $clk_io_pct] -clock clk0 $non_clock_inputs
set_output_delay [expr $clk_period * $clk_io_pct] -clock clk0 [all_outputs]
==> flow_summary.toml <==
# flow metrics
[run_status]
outcome = "complete, but fails checks"
violations = "setup timing"

[layout]
most-common-layout-cells = "clkdlybuf4s50_1, dfxtp_1, edfxtp_1"
synthToLayoutAreaGrowth_pct = 35.5
logic_area_um2 = 488
final-seq-area_um2 = 811
mostFrequentLayoutCell = "clkdlybuf4s50_1"
design_area_mm2 = 0.00181
drive_gt1_frac = 0.184
fillers = 787
fin_util = 0.251

[yosys]
synth_cells = 109
synth.avg_cell_area_um2 = 12.3
synth_seq_share = 0.606
ys_types = 40
syn-cell-area_mm2 = 0.00134
synth_warnings = 1
yosys_area_mm2 = 0.00134
yosys_cells = 109
ys_ff = 33

[floorplan]
dieArea_mm2 = 0.0112
num_io_pins = 21
dieHeight_um = 106
rows = 31
core-area_mm2 = 0.00721
fp_util = 0.186
fp.dieW_um = 106

[placement]
hpwl_mm = 1.80
gp_congestion = 0.801
port_buffers = 20
placed_area_mm2 = 0.00169

[grt]
gr-usage-met1 = 0.0639
grt_use_met3 = 0.0306
grt_max_degree = 17
track_usage = 0.0478
grt_pass1_wl_mm = 4.50
grt_pass1_vias = 998
grt.busiest_layer = "met1"
use_met2 = 0.0632
antenna_found_initial = 0
gr-total-overflow = 0

[sta]
rsz0062_at_grt = "yes"
skew_ns = 0.0692
finalMaxSlewViolations = 0
setup_violations = 2
relSlewSlack = 0.635
postLayoutSetupSlackWorst_ns = -0.273
tightest_slew_ns = 0.543
hold_violations = 0

[pwr]
p_int_uw = 1210
clkPwrFrac = 0.374
swShare = 0.256
peakVddDrop_mv = 0.484
pwr-share-comb = 0.162
powerDensity_mw_per_mm2 = 894
leakagePower_uw = 0.000637
power_uw = 1620
pwr-share-seq = 0.464
power.switching_uw = 416

[routing]
drcViolationCount = 0
viasPerCell = 3.87
ant_nets = 0
vias = 929
postRouteWirelength_mm = 2.52
dr.pass1.iters = 4
drtIter0Drc = 72
n_antenna_cell = 0
wl_per_cell_um = 10.5

[cts]
cts_tree = "done"
post_cts_buffers = 0
clkSlewWorstSetupHoldPaths_ns = 0.07
clock.latency.late_pin_ns = 0.46
cts-hold-fix-buffers = 0

[critical_path]
worstSetupPathType = "reg2out"
worstPathArrival_ns = 1.95
crit_fanout = 1
rr_endpoint = "sda"
r2r_slack_ns = 0.28
critPathLaunchType = "register"
required_ns = 1.68
critPathCaptureType = "output port"
crit_start = "scl_en"
critPathCapture = "scl"
rr_worst_depth = 4
r2r-start = "state[5]"

[run]
drv_cap = 0
warning_count = 29

[min_path]
worstHoldPathType = "reg2reg"
critical path, stage by stage (launching register included):
cell,delay [ns]
dfxtp_1,0.29
nand2_1,0.05
buf_2,0.11
power groups by stage:
stage	Sequential (uW)	Combinational [uW]	Clock [uW]
4_1_cts	753	263	627
6_report	752	262	607
5_1_grt	759	299	673
worst min path at each step:
stage	start	end	slack, ns	cells after the start
final	state[6]	state[1]	0.44	1
after CTS	state[6]	state[1]	0.44	1
after global routing	state[6]	state[1]	0.45	1
cells in the mapped netlist:
library cell   n  area [um2]
o31ai_1        2        15.0
xnor2_1        1        8.76
or3b_1         1        8.76
a31o_1         1        8.76
inv_2          2        7.51
o2111ai_1      1        8.76
dfxtp_1       18         360
ha_1           1        12.5
inv_1          3        11.3
nor2_4         1        11.3
nand3_1        2        10.0
nor4b_1        1        8.76
o21ai_1        3        15.0
nor4_2         1        12.5
nor3b_4        1        18.8
nor2b_1        2        12.5
or3_1          2        12.5
nand4_1        2        12.5
edfxtp_1      15         450
a221oi_1       1        8.76
clkbuf_1       1        3.75
mux4_2         3        67.6
and2_1         1        6.26
o21ai_0        2        10.0
nor3_1         5        25.0
xor2_1         1        8.76
nand2_1        3        11.3
nor3b_1        2        15.0
buf_1          1        3.75
o211a_1        1        10.0
or4_1          4        30.0
buf_6          1        11.3
nor4_1         1        6.26
buf_2          1        5.00
a211oi_1       1        7.51
or2_2          1        6.26
a21o_1         1        7.51
mux2i_1        2        20.0
a21oi_1        7        35.0
nor2_1         9        33.8
repair_timing:
item,in CTS,in global routing
endpoints found under the hold margin,0,0
endpoints found under the setup margin,2,3
resized,3,2
cell families after synthesis:
| family | count (synthesis) | share of synthesized area |
|---|---|---|
| AOI/OAI and AO/OA | 20 | 0.0944 |
| xor gates and xnor gates | 2 | 0.0131 |
| adders and majority gates | 1 | 0.00934 |
| buffers and inverters | 9 | 0.0318 |
| DFF | 33 | 0.606 |
| muxes | 5 | 0.0654 |
| and+or+nand+nor | 39 | 0.180 |
stage by stage:
stage | TNS, ns | setup WS (ns) | hold WS (ns) | std cells
after global routing | -0.343 | -0.343 | 0.452 | 240
after detailed placement | -0.371 | -0.248 | 0.416 | 229
after global placement | -0.341 | -0.217 | 0.421 | 229
after CTS | -0.293 | -0.293 | 0.441 | 240
final | -0.273 | -0.273 | 0.438 | 240
after floorplan | 0 | 0.252 | 0.401 | 109
final cells by class:
class                   count  share of cell area
clock buffers              10              0.0655
clock inverters             3             0.00759
inverters                   4             0.00828
multi-input cells          67               0.269
flip-flops and latches     33               0.447
well taps                  99              0.0683
repair buffers             24               0.134
layer usage:
metal / wire (um) / vias up
met1: 1200 / 421
met2: 1060 / 30
li1: - / 473
met4: 38 / 0
met5: 0 / -
met3: 216 / 5
No activity file was given, so power comes from the tool's default toggle rates.
