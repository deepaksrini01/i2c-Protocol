===== config.mk =====
export PLATFORM = sky130hd
export DESIGN_NAME = step_1
export DESIGN_NICKNAME = step_1
export VERILOG_FILES = /design/flow/design.v
export SDC_FILE = /design/flow/constraint.sdc
export NUM_CORES = 4
export LEC_CHECK = 1
export CORE_AREA = 10 10 75 75
export DIE_AREA = 0 0 85 85

===== constraint.sdc =====
current_design step_1

set clk_period 3.6
set clk_io_pct 0.2

create_clock -name clk0 -period $clk_period [get_ports {clk}]

set non_clock_inputs [all_inputs -no_clocks]
set_input_delay [expr $clk_period * $clk_io_pct] -clock clk0 $non_clock_inputs
set_output_delay [expr $clk_period * $clk_io_pct] -clock clk0 [all_outputs]

===== design.v =====
module step_1(clk,rst,sda,scl);
	input	wire clk,rst;
	output	wire scl;
	output	reg  sda;
	localparam idle    = 0,
				start  = 1,
				addr_state   = 2,
				rw     = 3,
				wack   = 4,
				data_state   = 5,
				wack_2 = 6,
				stop   = 7;
	reg [3:0] 	state;
	reg [6:0]	addr;
	reg [7:0]	count;
	reg [7:0]	data;
	reg 		scl_en = 0;
	assign scl = (scl_en == 0) ? 1 : !clk;
	always@(negedge clk)
	begin : SCL_CLK
		if (rst == 1) begin
			scl_en <= 0;
		end else 
			begin
				if((state == idle) || (state == start) || (state == stop) || (state == wack_2)) begin
				scl_en <= 0;
				end
			else begin  
				scl_en <= 1;
				end
			end
		end
	always@(posedge clk)
		begin:SEQ_OUT_LOGIC
		if(rst == 1) begin
			state <= idle;
			sda   <= 1;
			addr  <= 7'h1a;
			count <= 8'b0;
			data  <= 8'b01010101;
			end
		else begin
			sda   <= 1;
			case(state)
			idle:begin
				sda   <= 1;
				state <= start;
				end
			start:begin
				sda   <= 0;
				state <= addr_state;
				count <= 6;
				end
			addr_state:begin
				sda <= addr[count];
				if(count == 0)
				state <= rw;
				else
				count <= count - 1;
				end
			rw:begin
				sda   <= 0;
				state <= wack;
				end
			wack:begin
				state <= data_state;
				sda   <= 1;
				count <= 7;
				end
			data_state:begin
				sda <= data[count];
				if(count == 0)begin
				scl_en<= 0;
				state <= wack_2;
				end
				else
				count <= count - 1;
				end
			wack_2:begin
				state <= stop;
				sda   <= 1;
				end
			stop:begin
				sda   <= 1;
				state <= idle;
				end
			endcase
		end
	end
endmodule

===== run.sh =====
#!/bin/bash
# OpenROAD 26Q1-2900-gdf79404cd8, Yosys 0.63+post, stock flow scripts
make -C /OpenROAD-flow-scripts/flow DESIGN_CONFIG=/design/flow/config.mk WORK_HOME=/design/flow/orfs finish

==> run notes <==
On the backend side, the flow ran end to end.

For this run, the number of Yosys warnings is 3. In this run the clock root is driven by a sky130_fd_sc_hd__clkbuf_8. TritonCTS built the clock tree. The flow ran to the end, and the final reports show no timing, DRC or antenna violations. The number of antenna violations at the first check in global routing came to 0. The die is 85 um tall.

The number of hold violations in the final report stands at 0. The final sum of negative setup slack stands at 0 ps. The largest individual stage delay along the critical path comes from the cell sky130_fd_sc_hd__clkdlybuf4s50_1. Per the detail_route report, DRC violations left total 0. The area taken by multi-input logic gates stands at 425 um2. The remaining global-route overflow stands at 0.

The floorplan die width stands at 85 um. Per the log, the first TritonRoute iteration ended with a DRC count of 21. The number of sinks driven by the clock tree stands at 17. Per the post-synthesis report, the number of cells in the design is ~84.

The number of buffers inserted for hold repair after clock tree synthesis stands at 0. The register area share after synthesis stands at 0.428. Per STA, the startpoint of the critical path is rst. The worst slew margin relative to its limit stands at 0.660. The global placer's final weighted congestion stands at 0.734. The power per standard cell area stands at 547 nW/um2. The met1 wire length stands at a little under 700 um.

In the global route stage, overall resource usage came out at 0.0368. Data on the critical path is required at its endpoint by about 3800 ps. The via count of the first global-routing pass stands at 544. The post-placement cell area is between 800 and 900 um2. The layout report lists the combined flip-flop and latch area as ~340 um2. The critical path goes through clkdlybuf4s50_1 > a21oi_1 > o311ai_0 > nand2_1.

The cell area after technology mapping stands at ~800 um2. The cell row count stands at 23. Across all layers, the routed design uses 614 vias.

CTS added clock buffers totalling 3. The chip area stands at between 7000 and 8000 um2. The floorplan-stage core utilization stands at 0.196. The worst setup path is launched from a primary input. The flip-flop and latch count after synthesis stands at 17.

The worst register-to-register path begins at count[0]. The tightest hold path in the finished design has a slack of 403 ps. The number of unique standard cell types used by synthesis stands at 37. The clock arrives with ~4 ps of skew.

0 antenna diodes ended up in the layout. The clock transition at the registers of the reported paths stands at roughly 70 ps. The H-tree depth reported by CTS stands at 1.

The number of routed nets with antenna violations stands at 0. Per the cell usage report, the commonest logic cells after layout are 17 x sky130_fd_sc_hd__dfxtp_1, 9 x sky130_fd_sc_hd__nor2_1, 7 x sky130_fd_sc_hd__a21oi_1. The number of fill cells in the layout stands at around 430. The post-CTS resize count stands at 0.

The first-pass GRT wire length stands at about 2300 um. Summing over the stages, the warning tally comes to 25. Setup repair after global routing left no endpoint under its margin. The transition at the pin with the smallest max-transition slack stands at slightly above 500 ps. Looking at hold timing, the worst path starts from state[7].

The number of buffer and inverter stages on the critical path stands at 1. In the placement report, post-DP HPWL is listed as around 1000 um. The detailed router reports a met3 wire length of ~75 um. The yosys stat chip area stands at between 700 and 800 um2.

The core area stands at roughly 4100 um2. STA classifies the critical path endpoint as a register. The slack of the critical path stands at between 1500 and 2000 ps. The final number of setup-violating endpoints stands at 0. The number of slew-limit violations in the final report stands at 0. The routed design shows a via density per instance of approximately 4.5.

Dividing the synthesized area by the synthesized cell count gives 9.47 um2. The layout summary lists the proportion of cells stronger than drive strength 1 as 0.115. The maximum vdd ir drop stands at about 0.00022 V.

Of the available clock period, the critical path in the final layout requires 0.553. The number of cells in Yosys stat stands at ~84. The arrival time at the worst endpoint stands at approximately 2200 ps. The timing report attributes the biggest portion of critical-path delay to AND-OR/OR-AND gates. The highest layer touched by signal routing is met3. After clock tree synthesis, the setup repair step added 0 buffers.

The tool flagged a number of max-cap violations equal to 0. In the final routed layout, each cell accounts on average for 10.4 um. The first detailed-routing pass took 4 iterations. The time the final worst path needs with I/O delays and setup stands at between 1500 and 2000 ps. Wire segments on met2 add up to approximately 660 um in the final route. The setup slack at placement stands at about 1400 ps. The maximum clock path buffer count stands at 2.

Entering global routing, the biggest net connects 15 pins. The static leakage power stands at ~0.33 nW. The insertion delay to the later sink of the worst-skew pair stands at approximately 250 ps.

Looking at the critical path, the highest net fanout was 14. Static timing analysis puts the maximum clock frequency at between 0.5 and 0.6 GHz. The most common logic cell in the final layout is sky130_fd_sc_hd__dfxtp_1. The count of input and output buffers stands at 2. The critical path is of the in -> reg type.

For the completed layout, the total cell area is recorded as about 900 um2. The synthesis-to-finish area growth stands at 13.2%. The number of ports placed on the die boundary stands at 4. Summed over all layers, the routed wires come to around 1400 um. In this run the worst hold path is classified as reg -> reg. The maximum cell stage delay along the critical path stands at about 650 ps.
sequential cells by signal (all words and copies together) (netlist names):
register	cells
count	8
sda	1
state	8
per-stage QoR:
step	utilization	power (W)	cells
after floorplan	-	0.000330	84
after global placement	0.211	0.000351	133
after detailed placement	0.211	0.000354	133
after CTS	0.222	0.000494	137
after global routing	0.222	0.000522	137
final	0.222	0.000493	137
power breakdown:
part	leakage (nW)	total [W]	internal [W]	switching, W
logic	0.169	0.000123	0.0000548	0.0000684
clock network	0.0228	0.000141	0.0000785	0.0000621
registers	0.139	0.000229	0.000206	0.0000229
total	0.331	0.000493	0.000339	0.000153
layout make-up:
| type | count | share of cell area |
|---|---|---|
| clock buffer | 4 | 0.0500 |
| inverter | 2 | 0.00833 |
| multi-input combinational | 62 | 0.472 |
| sequential | 17 | 0.378 |
| tap | 50 | 0.0694 |
| timing repair buffer | 2 | 0.0222 |
cells in the mapped netlist (all sizes together):
library cell | count | area, um2
o41ai | 1 | 8.76
mux2i | 2 | 20.0
conb | 1 | 3.75
nand2 | 5 | 26.3
nand2b | 3 | 18.8
a211oi | 1 | 7.51
dfxtp | 17 | 340
a21o | 1 | 7.51
nor2b | 3 | 18.8
or2 | 4 | 25.0
clkbuf | 1 | 3.75
nor4 | 3 | 33.8
nand4b | 1 | 8.76
nor3b | 3 | 27.5
ha | 2 | 25.0
mux2 | 1 | 11.3
inv | 2 | 7.51
nor3 | 2 | 10.0
o311ai | 1 | 8.76
nand3b | 1 | 7.51
nor2 | 9 | 33.8
a31o | 1 | 8.76
a21boi | 1 | 7.51
a21oi | 7 | 35.0
o21ai | 1 | 5.00
or3 | 2 | 12.5
o2111ai | 1 | 8.76
a311oi | 3 | 26.3
a31oi | 2 | 18.8
buf | 2 | 18.8
worst paths after layout:
path	end	slack [ps]	cells past startpoint
hold reg to reg	state[0]	400	1
setup reg to reg	count[2]	1800	6
setup / recovery	count[4]	1610	4
hold / removal	state[0]	400	1
cell families after synthesis:
group	count (synthesis)	synth area share
and+or+nand+nor	36	0.280
AOI/OAI and AO/OA	20	0.179
DFF	17	0.428
buffers and inverters	5	0.0377
muxes	3	0.0393
adders and majority gates	2	0.0314
other	1	0.00471
layer usage:
layer / vias to the layer above / GRT usage
met2: 14 / 0.0593
met1: 291 / 0.0478
met3: 0 / 0.0135
met4: 0 / 0.00299
met5: - / 0
li1: 309 / -
worst reg2reg max path, stage by stage, from the launching register on:
cell	delay, ps
sky130_fd_sc_hd__dfxtp_1	400
sky130_fd_sc_hd__inv_1	100
sky130_fd_sc_hd__ha_1	250
sky130_fd_sc_hd__nor3b_2	200
sky130_fd_sc_hd__a31oi_2	400
sky130_fd_sc_hd__a21oi_1	110
sky130_fd_sc_hd__a311oi_1	250
Power is estimated from default activity; no workload was simulated.
