--- flow/config.mk ---
export PLATFORM = sky130hd
export DESIGN_NAME = i2c_clk_divider
export DESIGN_NICKNAME = i2c_clk_divider
export VERILOG_FILES = /design/flow/design.v
export SDC_FILE = /design/flow/constraint.sdc
export NUM_CORES = 4
export LEC_CHECK = 1
export CORE_AREA = 10 10 70 70
export DIE_AREA = 0 0 80 80
--- flow/constraint.sdc ---
current_design i2c_clk_divider

set clk_period 1.5
set clk_io_pct 0.2

create_clock -name clk0 -period $clk_period [get_ports {ref_clk}]

set non_clock_inputs [all_inputs -no_clocks]
set_input_delay [expr $clk_period * $clk_io_pct] -clock clk0 $non_clock_inputs
set_output_delay [expr $clk_period * $clk_io_pct] -clock clk0 [all_outputs]
--- flow/design.v ---
module i2c_clk_divider(rst,ref_clk,i2c_clk);
	input wire rst,ref_clk;
	output reg i2c_clk;
	reg[9:0] count = 0;
	parameter ref_clk_freq = 1000;
	initial i2c_clk = 0;
	always@(posedge ref_clk)
				if(count == ((ref_clk_freq/2)-1))begin
				i2c_clk <= !i2c_clk;
				count <= 0;
				end
				else begin
				count <= count + 1;
				end
endmodule
--- flow/run.sh ---
#!/bin/bash
# OpenROAD 26Q1-2900-gdf79404cd8, Yosys 0.63+post, stock flow scripts
make -C /OpenROAD-flow-scripts/flow DESIGN_CONFIG=/design/flow/config.mk WORK_HOME=/design/flow/orfs finish
==> impl_metrics.env <==
# yosys + openroad results
export IMPL_cts_hold_buf=0
export IMPL_timing_reg2reg_setup_slack_ns=0.15
export IMPL_synth_warning_count=1
export IMPL_worstPathBufferInverterCount=1
export IMPL_number_of_inserted_diodes=0
export IMPL_synth_stat_cells=49
export IMPL_synth_sequential_area_ratio=0.483
export IMPL_enable_flop_cells=1
export IMPL_total_clock_buffers_created_by_cts=3
export IMPL_status="complete, no violations"
export IMPL_min_period_ns=1.36
export IMPL_power_density_cell_area_nw_per_um2=850
export IMPL_clockBufferDepth=2
export IMPL_clk_pin_slew_worst_paths_ns=0.07
export IMPL_hold_path_end="count[9]"
export IMPL_cp_data_arrival_time_ns=1.06
export IMPL_sw_frac_of_total=0.182
export IMPL_maxSlewHeadroom=0.811
export IMPL_number_of_filler_instances_in_the_final_layout=393
export IMPL_library_cells_used_by_synthesis=25
export IMPL_first_global_vias=275
export IMPL_routedWlPerCell_um=6.79
export IMPL_post_synth_inst_count=49
export IMPL_end_kind="output pin"
export IMPL_log_warning_count=27
export IMPL_synthesis_area_per_yosys_sq_um=477
export IMPL_cts_max_level=1
export IMPL_numClockSinks=11
export IMPL_regToRegEndpoint="count[5]"
export IMPL_report_power_total_uw=487
export IMPL_core_sq_um=3420
export IMPL_internal_power_uw=398
export IMPL_max_cap_violations=0
export IMPL_power_frac_clock=0.393
export IMPL_final_layout_size_suffix_gt1_frac=0.111
export IMPL_slowest_delay_ns=0.46
export IMPL_flop_area_sq_um=230
export IMPL_top_cells_by_area="dfxtp_1 (42%), edfxtp_1 (6.3%), xor2_1 (5.5%), ha_1 (5.2%), o21ai_0 (3.1%)"
export IMPL_dp_hpwl_um=507
export IMPL_path_max_fanout=2
export IMPL_die_height_um=80
export IMPL_cell_leakage_power_nw=0.226
export IMPL_post_route_period_util=0.909
export IMPL_crit_path_cell_trace="clkdlybuf4s50_1"
export IMPL_grt_setup_unrepaired="false"
export IMPL_total_setup_violations_reported_at_the_end_of_the_flow=0
export IMPL_cts_root_buffer="clkbuf_4"
export IMPL_finalSetupTns_ns=0
export IMPL_power_sequential_fraction=0.607
export IMPL_crit_path_start_kind="register"
export IMPL_hold_path_startpoint="count[9]"
export IMPL_port_buffers=1
export IMPL_drc_errors=0
export IMPL_layout_top_cell="dfxtp_1"
export IMPL_drt_vias_per_instance=3.37
export IMPL_hold_path_class="reg -> reg"
export IMPL_grt_max_degree=8
export IMPL_area_delta_synth_final_pct=20.2
export IMPL_post_synth_top_area_fraction=0.420
export IMPL_die_area_sq_um=6400
export IMPL_via_count=337
export IMPL_syn_cell_area_sq_um=477
export IMPL_first_pass_grt_wire_length_um=1220
export IMPL_worst_endpoint_required_ns=1.20
export IMPL_most_common_layout_cells="dfxtp_1 (10), nor2_1 (4), nand2_1 (4)"
export IMPL_timing_worst_setup_path_type="reg -> out"
export IMPL_finalHoldViolations=0
export IMPL_ff_type="dfxtp_1"
export IMPL_track_usage=0.0235
export IMPL_postCtsResizedCells=0
export IMPL_initCoreUtil=0.140
export IMPL_vdd_ir_drop_max_v=0.000208
export IMPL_synth_seq_cells=11
export IMPL_regToRegStartpoint="count[0]"
export IMPL_final_setup_skew_ns=0.00726
export IMPL_route_antenna_remaining_nets=0
export IMPL_drt_iter0_drc=5
export IMPL_gp_routability_congestion=0.810
export IMPL_worst_hold_path_num_cells=1
export IMPL_floorplan_die_width_um=80
export IMPL_yosysTopAreaCell="dfxtp_1"
export IMPL_whs_ns=0.452
export IMPL_postSynthAreaPerCell_sq_um=9.73
export IMPL_combinationalPowerShare=0
export IMPL_fp_row_count=21
export IMPL_clock_insertion_delay_at_the_later_pin_of_the_skew_report_ns=0.26
export IMPL_grt_overflow_total=0
export IMPL_power_switching_uw=88.8
export IMPL_antenna_found_initial=0
export IMPL_postSynth_asyncResetShare=0
export IMPL_dr_pass1_iters=4
export IMPL_cp_slowest_cell="clkdlybuf4s50_1"
export IMPL_cts_setup_buffers=0
export IMPL_tritoncts="done"
export IMPL_report_final_slew_viol_count=0
export IMPL_reg2reg_depth=5
export IMPL_crit_family="buffers and inverters"
export IMPL_fin_util=0.168
export IMPL_worst_slew_pin_transition_ns=0.283
export IMPL_postRouteWirelength_um=679
export IMPL_io_pins=3
export IMPL_multi_input_comb_area_sq_um=238
export IMPL_fmaxAchievable_ghz=0.733
[cells in the mapped netlist, types with 2 or more instances]
cell type	count
ha_1	2
a21oi_1	2
o21ai_0	3
or3_1	2
nand4_1	2
nor2_1	4
xor2_1	3
nand2_1	4
dfxtp_1	10
nand3_1	2
[sequential cells by signal, summed over array words and instances (netlist names)]
register / cells
i2c_clk: 1
count: 10
[how the worst max path moves through the flow]
stage,endpoint,from,slack [ns],cells past startpoint
CTS,i2c_clk,i2c_clk,0.11,1
global route,count[6],count[0],0.02,5
finish,i2c_clk,i2c_clk,0.14,1
[per-stage QoR]
step | instance area, sq um | worst slack (ns) | instances
CTS | 573 | 0.113 | 100
global placement | 547 | 0.181 | 96
detailed placement | 547 | 0.158 | 96
finish | 573 | 0.136 | 100
global route | 573 | 0.0171 | 100
floorplan | 477 | 0.140 | 49
[cell families after synthesis]
| logic type | Yosys count | synth area share |
|---|---|---|
| AND/OR/NAND/NOR | 22 | 0.270 |
| adder cells (fa/ha/maj) | 2 | 0.0525 |
| buffers and inverters | 2 | 0.0184 |
| XOR/XNOR | 4 | 0.0735 |
| flip-flops | 11 | 0.483 |
| AND-OR/OR-AND | 8 | 0.102 |
[routing by layer]
| metal | routed length, um | global-route usage |
|---|---|---|
| met1 | 372 | 0.0324 |
| met2 | 232 | 0.0273 |
| met5 | 0 | 0 |
| met4 | 6 | 0.00176 |
| met3 | 66 | 0.0205 |
[final cells by class]
type	count	area share
multi-input combinational	36	0.415
sequential	11	0.402
tap	46	0.100
clock buffer	4	0.0459
timing repair buffer	2	0.0306
inverter	1	0.00655
[power by group through the flow]
stage         Combinational, mW  Sequential, mW  Clock [mW]
CTS                 0.000000119           0.295       0.201
global route        0.000000119           0.295       0.221
finish              0.000000119           0.296       0.191
